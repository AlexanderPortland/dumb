==> design/flow/design.v <==
module ALU (
    input [31:0] A,
    input [31:0] B,
    input [2:0] funct3,
    input [6:0] funct7,
    output logic [31:0] out
);
    always_comb begin
        case (funct3)
            3'h0: begin
                if (funct7 == 7'h00) begin
                    out = A + B;
                end else begin
                    out = A - B;
                end
            end
            3'h4: begin
                out = A ^ B;
            end
            3'h6: begin
                out = A | B;
            end
            3'h7: begin
                out = A & B;
            end
            3'h1: begin
                out = A << B[4:0];
            end
            default: out = 32'hcccc;
        endcase
    end
endmodule
==> design/flow/run.sh <==
#!/bin/bash
# OpenROAD 26Q1-2900-gdf79404cd8, Yosys 0.63+post, stock flow scripts
make -C /OpenROAD-flow-scripts/flow DESIGN_CONFIG=/design/flow/config.mk WORK_HOME=/design/flow/orfs finish
==> design/flow/config.mk <==
export PLATFORM = sky130hd
export DESIGN_NAME = ALU
export DESIGN_NICKNAME = ALU
export VERILOG_FILES = /design/flow/design.v
export SDC_FILE = /design/flow/constraint.sdc
export NUM_CORES = 4
export LEC_CHECK = 1
export CORE_UTILIZATION = 40
==> design/flow/constraint.sdc <==
current_design ALU

set clk_period 12.6
set clk_io_pct 0.2

create_clock -name clk0 -period $clk_period

set non_clock_inputs [all_inputs -no_clocks]
set_input_delay [expr $clk_period * $clk_io_pct] -clock clk0 $non_clock_inputs
set_output_delay [expr $clk_period * $clk_io_pct] -clock clk0 [all_outputs]
==> notes.md <==
yosys + openroad results -> DRC Markers 0, # hold bufs at CTS 0, vias just under 7000, Final min period 10.47 ns, Synth area leader ha_1, RSZ-0062 raised after global routing false, max cap viols 0, Worst Tran Pin Value 0.9608 ns, worst hold slack 6.067 ns, I/O Pins 106, chip area 15910 um2, Design Power 305.7 uW, Tot GR Track Use between 20 and 30%, Die W 126.1 um, Rows 45, mapped cell area 6165 um2, post-CTS setup buffers 0, logic area 5605 um2, Routed WL 22520 um, Iteration-0 DRC Markers approximately 610, die height ~130 um, Max transition margin 34.29%, crit path DRT 10.08 ns, IO buf count 106, yosys synthesis chip area approximately 6200 um2, post-cts gate resize count 0, hold path startpoint funct3[0], Seq/Total Area, Yosys 0%, Setup crit start kind input port, OpenROAD warning count 71, initial antenna violation count 1, Max VDD drop 16.25 uV, Post-DP HPWL 17790 um, Final Non-Filler Cells 1155, Netlist cell types 63, Crit Path Class in2out, first-pass GRT wire length approximately 36000 um, CP arrival 7.95 ns, Hold Crit Class in2out, total grt overflow 0, finished layout cell area 7352 um2, placer congestion estimate 0.9826, Synth logic family AND-OR/OR-AND gates, Yosys warning count 1, Placed Area 7352 um2, yosys adder share 21.03%, ANT nets after route 0, FP Util about 41%, origin of the worst setup path B[4], top cells, area ha_1, a21oi_1, nand2_1, Reg area 0 um2, CP Max Fanout 15, syn_area_per_cell around 7 um2, Seq Cell Count 0, share of layout cells above drive strength 1 between 5 and 6%, Top cell area share 20.70%, dpl cells 1155, Synth Area in Compound Gates 32.01%, Post-Synth XOR/XNOR Area about 7.9%, Mux cell area share approximately an eighth, outcome finished, final reports clean, count of pins over their slew limit 0, Leak between 3 and 4 nW, via/cell ratio just under 6, final hold violation count 0, Inserted Diodes 0, synthesized netlist cell count roughly 900, synthesis-to-layout area growth 19.26%, yosys simple share between 15 and 20%, Crit. End Element output port, router iterations before antenna repair 7, Clock buffer cells 0, Core ar. between 15000 and 20000 um2, fin crit share 83.12%, Routed WL per cell 19.50 um, endpoints failing setup 0, largest net degree at the start of global routing 56, filler cell count 1556, ys cells 898, vias in the first global route ~6400, Setup TNS Final 0 ns, Cell Pwr Density between 40 and 50 nW/um2, Max Freq roughly 95 MHz
==> cell usage after synthesis (9+ instances only) <==
library cell / n
mux4_2: 15
a31oi_1: 10
a22o_1: 24
nand2_1: 102
inv_1: 94
a21oi_1: 77
xor2_1: 15
nor3_1: 9
o21ai_0: 71
mux2i_1: 38
a211oi_1: 10
clkbuf_1: 33
nand3_1: 10
buf_2: 11
ha_1: 102
o22ai_1: 17
xnor2_1: 39
o211ai_1: 11
nor2_1: 66
o21a_1: 13
==> worst max-delay path, stage by stage <==
cell and delay, ns:
clkdlybuf4s50_1 0.65, inv_1 0.47, and3_1 0.41, nand2_1 0.16, nor3_1 0.44, nand3_1 0.17
nor2_1 0.37, a21oi_1 0.15, xnor2_1 0.14, ha_1 0.21, a21oi_1 0.34, nand2_1 0.10
a21oi_1 0.37, nand2_1 0.09, a211oi_1 0.28, o21ai_0 0.20, xnor2_1 0.17, a211o_1 0.30
clkdlybuf4s50_1 0.40
==> routing by layer <==
layer | track usage, % | vias up | part of all wire [%]
li1 | - | 3389 | -
met1 | 43.99 | 3172 | 48
met2 | 44.52 | 286 | 42
met3 | 3.593 | 38 | 7.3
met4 | 6.733 | 2 | 2.4
met5 | 0 | - | 0.049
==> logic make-up after synthesis <==
kind of cell             count (synthesis)
adder cells (fa/ha/maj)                103
buffers and inverters                  146
multiplexers                            59
AND/OR/NAND/NOR                        234
AND-OR/OR-AND                          301
XOR/XNOR                                55
==> worst paths after layout <==
| check | cells past startpoint | slack, ns | to |
|---|---|---|---|
| worst max-delay path | 19 | 2.13 | out[31] |
| worst min-delay path | 5 | 6.07 | out[0] |
==> stage by stage <==
stage	util [%]	worst slack (ns)
floorplan	-	3.836
global placement	48.54	2.378
detailed placement	48.54	2.253
CTS	48.54	2.234
global route	48.54	1.732
finish	48.54	2.126
==> power breakdown <==
part	switching, mW	internal [mW]
logic	0.168	0.137
clock network	0	0
registers	0	0
total	0.168	0.137
==> cell type report <==
type / instances / area share [%]
Multi-Input combinational cell: 752 / 76.24
Tap cell: 188 / 3.199
Timing Repair Buffer: 121 / 15.76
Inverter: 94 / 4.799
==> cell usage in the layout, fill, tap and decap left out, types with 3 or more instances in the layout <==
cell type	n
nand4_1	5
a31oi_1	10
and3_1	4
or3_1	4
nor4_1	4
nor2_1	65
a22o_1	24
clkdlybuf4s50_1	103
nor2b_1	8
buf_2	3
a211oi_1	10
ha_1	102
o21ai_0	71
a21o_1	7
mux4_2	15
buf_4	15
nor3_1	9
inv_1	94
o21bai_1	3
o31ai_1	3
mux2_2	6
nand2b_1	3
o21a_1	13
a22oi_1	8
xnor2_1	39
xor2_1	15
o211a_1	6
mux2i_1	38
a221o_1	6
a21oi_1	77
o221ai_1	5
nand2_1	102
o22ai_1	17
a311o_1	3
a211o_1	4
a221oi_1	6
o211ai_1	11
nand3_1	10
and2_1	7
nor2_2	3
Power figures rest on the tool's default switching activity, not on a simulated workload.
