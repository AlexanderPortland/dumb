$ cat design.v
module counter (
    input clk,
    output [3:0] annodes,
    output [6:0] seg
);
    reg [27:0] counter;
    reg [15:0] data;
    reg display_clk;
    reg [15:0] display_clk_counter;
    hex_display display(data, display_clk, annodes, seg);
    initial begin
        counter <= 0;
        data <= 0;
        display_clk <= 0;
        display_clk_counter <= 0;
    end
    always @(posedge clk) begin
        if (counter >= 27'd5_000_000) begin
            counter <= 0;
            data <= data + 1;
        end else begin 
            counter <= counter + 1;
        end
        if (display_clk_counter >= 16'd50_000) begin
            display_clk <= ~display_clk;
            display_clk_counter <= 0;
        end else begin
            display_clk_counter <= display_clk_counter + 1;
        end
    end
endmodule
module hex_display (
    input [15:0] in,
    input clk,
    output [3:0] annodes,
    output [6:0] seg
);
    reg [1:0] state;
    wire [3:0] curr_data;
    assign curr_data = (state == 0) ? in[3:0] :
                       (state == 1) ? in[7:4] :
                       (state == 2) ? in[11:8] :
                       (state == 3) ? in[15:12] : 0;
    assign annodes[0] = (state != 0);
    assign annodes[1] = (state != 1);
    assign annodes[2] = (state != 2);
    assign annodes[3] = (state != 3);
    seven_segment_data curr_seg(curr_data, seg);
    always @(posedge clk) begin
        state <= state + 1;
    end
endmodule
module seven_segment_data (
    input [3:0] data,
    output [6:0] seg
);
    assign seg[0] = (data == 1 || data == 4 || data == 11 || data == 13) ? 1 : 0;
    assign seg[1] = (data == 5 || data == 6 || (data >= 11 && data != 13)) ? 1 : 0;
    assign seg[2] = (data == 2 || data == 12 || data == 14 || data == 15) ? 1 : 0;
    assign seg[3] = (data == 1 || data == 4 || data == 7 || data == 9 || data == 10 || data == 15) ? 1 : 0;
    assign seg[4] = (data == 1 || data == 3 || data == 4 || data == 5 || data == 7 || data == 9) ? 1 : 0;
    assign seg[5] = (data == 1 || data == 2 || data == 3 || data == 7 || data == 'hd) ? 1 : 0;
    assign seg[6] = (data == 0 || data == 1 || data == 7 || data == 'hc) ? 1 : 0;
endmodule
$ cat run.sh
#!/bin/bash
# OpenROAD 26Q1-2900-gdf79404cd8, Yosys 0.63+post, stock flow scripts
make -C /OpenROAD-flow-scripts/flow DESIGN_CONFIG=/design/flow/config.mk WORK_HOME=/design/flow/orfs finish
$ cat config.mk
export PLATFORM = sky130hd
export DESIGN_NAME = counter
export DESIGN_NICKNAME = counter
export VERILOG_FILES = /design/flow/design.v
export SDC_FILE = /design/flow/constraint.sdc
export NUM_CORES = 4
export LEC_CHECK = 1
export CORE_UTILIZATION = 50
$ cat constraint.sdc
current_design counter

set clk_period 5.5
set clk_io_pct 0.2

create_clock -name clk0 -period $clk_period [get_ports {clk}]

set non_clock_inputs [all_inputs -no_clocks]
set_input_delay [expr $clk_period * $clk_io_pct] -clock clk0 $non_clock_inputs
set_output_delay [expr $clk_period * $clk_io_pct] -clock clk0 [all_outputs]
==> results.txt <==
Post-route ant nets - 0
Post-CTS resize count - 0
Most common cell on crit path - a211oi_1
Worst-margin pin slew - 0.833 ns
Grt total ovfl - 0
Setup TNS - 0 ns
Ys cells - 341
Rows - 28
Count of unclocked register or latch pins - 2
Clock Tree Buf Depth - 2
PwrDens - 282 nW/um^2
Critical path fanouts, max - 7
CP endpoint kind - output port
Tcrit/Tclk final - 65.8%
Top-area cell share - 28.9%
Post-synthesis cell type count - 46
Core area - 6030 sq um
Startpoint Class - flip-flop
IO buf count - 11
Average cell area after synthesis - 9.35 sq um
CTS tree - done
Ys Warns - 2
DRC - 0
RSZ-0062 raised after global routing - no
Register area share after synthesis - 44.9%
Top Ports - 12
Post-synth top area cell - dfxtp_1
Slew HR - 44.2%
Synthesized registers - 63
Placer Congestion - 0.826
Via/cell ratio - 5.49
Top cells by area - dfxtp_1, edfxtp_1, xnor2_1, nand3_1, ha_1
Hold Buf Count CTS - 0
Num CTS Buffers - 9
Top cells by count - dfxtp_1, xnor2_1, nand3_1, nor2_1, nor3_1
Antenna violations before repair - 0
Tool warnings - 32
Max stage delay cell, worst path - a211oi_1
Number of global-route vias before repair - 2151
Endpoints left unconstrained - 6
Vias post-DR - 2411
Reg clk slew, reported paths - 0.07 ns
Fin crit period - 3.62 ns
Skew final - 0.00962 ns
Worst IR Drop VDD - 0.000231 V
Flip-flops with a built-in enable - 17
# H-tree levels - 3
Post-synthesis cell area - 3190 sq um
Critical path required time - 4.40 ns
Fillers - 518
Max_cap viols - 0
Most frequent cell after synthesis - dfxtp_1
Initial Util - 52.9%
Setup bufs post-CTS - 0
CP Cell Sequence - a211oi_1 > a211oi_1 > nand2_1 > o221ai_1 > clkdlybuf4s50_1
Worst stage delay on the critical path - 0.74 ns
Dominant flop cell - dfxtp_1
Final setup vio count - 0
Root Driver - clkbuf_8
Avg WL per Cell - 12.8 um
DIE AREA - 6700 sq um
Clock Latency Late Sink - 0.33 ns
Antenna Cells - 0
Synth Instances - 341
Leakage - 1.14 nW
Final Hold Viols - 0
Fmax - 0.276 GHz
First-pass detailed-route iteration total - 4
Max-slew violations - 0
Area Overhead vs Synth - 11.5%
Post-DP HPWL - 3.83 mm
Overall routing resource usage - 19.3%
Final instance area - 3560 sq um
Kind of critical path - flip-flop to output port
Largest net degree at the start of global routing - 23
Layout cells sized above 1 - 6.59%
Chip area estimate from yosys synthesis - 3190 sq um
First-pass GRT wire length - 9.83 mm
Overall die width - 81.9 um
Die Ht - 81.9 um
DR iter-0 viols - 145
Status - finished, final reports clean
Hold crit path type - flip-flop to flip-flop
FFs w/ async S/R, synth - 0%
DRT Wirelength - 5.61 mm
WP data arrival - 2.52 ns
DP Area - 3390 sq um
placed cells by master (no fill, tap or decap), types with 2 or more instances in the layout:
cell type | Yosys | layout
o211ai_1 | 3 | 3
ha_1 | 9 | 9
o21ai_0 | 4 | 4
nand3b_1 | 4 | 4
nand4_1 | 9 | 9
nor3b_1 | 6 | 6
inv_1 | 20 | 20
buf_4 | 0 | 4
xnor2_1 | 32 | 32
xor2_1 | 8 | 8
inv_4 | 0 | 2
nor4_1 | 8 | 8
nor2b_1 | 5 | 5
dfxtp_1 | 46 | 46
o31ai_1 | 3 | 3
o21ai_1 | 3 | 3
clkbuf_8 | 0 | 10
clkdlybuf4s50_1 | 0 | 11
a211oi_1 | 14 | 14
o22ai_1 | 2 | 2
nor2_1 | 23 | 23
or4_1 | 6 | 6
clkbuf_1 | 9 | 2
or2_2 | 2 | 2
clkinv_2 | 0 | 2
edfxtp_1 | 17 | 17
a211o_1 | 3 | 3
and3_1 | 3 | 3
nand3_1 | 23 | 23
conb_1 | 1 | 5
or3_1 | 9 | 9
nor3_1 | 21 | 21
nand2_1 | 20 | 20
a21oi_1 | 5 | 5
and4_1 | 5 | 5
per-stage QoR:
stage	util, %	hold slack (ns)	std cells	power [W]	setup slack (ns)
5_1_grt	59.0	0.492	439	0.00105	1.66
2_1_floorplan	-	0.420	345	0.000642	2.84
3_3_place_gp	56.2	0.448	423	0.000669	2.29
4_1_cts	59.0	0.454	439	0.00102	1.84
6_report	59.0	0.445	439	0.00100	1.88
3_5_place_dp	56.2	0.444	423	0.000670	2.21
routing by layer:
layer / part of all wire, % / routed length, um / track usage (%) / vias up
met2: 43 / 2400 / 28.5 / 34
met4: 0.94 / 53 / 1.93 / 0
met5: 0 / 0 / 0 / -
met1: 53 / 2950 / 31.0 / 1105
li1: - / - / - / 1266
met3: 3.7 / 206 / 4.28 / 6
sequential cells by signal (all words and copies together) (netlist names):
signal               count
display_clk_counter     16
display_clk              1
counter                 28
display.state            2
data                    16
power by group:
part,leakage (nW),switching (W),internal [W]
Combinational,0.491,0.0000300,0.0000392
Clock,0.0910,0.000167,0.000175
Sequential,0.556,0.0000617,0.000531
Total,1.14,0.000259,0.000745
cell families after synthesis:
family | synth area share [%]
AND-OR/OR-AND | 10.4
XOR/XNOR | 11.0
adder cells (fa/ha/maj) | 3.85
buffers and inverters | 3.89
flip-flops | 44.9
multiplexers | 0.314
other | 0.118
AND/OR/NAND/NOR | 25.5
final timing paths:
path                                  start           to  slack, ns  cells past startpoint
worst max-delay path                data[8]       seg[1]       1.88                      5
worst min-delay path            counter[26]  counter[21]       0.44                      1
worst max register to register  counter[25]      data[3]       3.03                      4
worst min register to register  counter[26]  counter[21]       0.44                      1
area by class of cell:
cell class              instances  area [sq um]  area share [%]
repair buffers                 15           140            3.94
clock buffers                  12           145            4.08
inverters                      20          75.1            2.11
flip-flops and latches         63          1430            40.3
multi-input cells             250          1650            46.3
clock inverters                 4          22.5           0.633
well taps                      75          93.8            2.64
critical path, delay by kind of cell, from the launching register on:
family                 cells  cell delay [ns]
AND-OR/OR-AND              3             1.08
buffers and inverters      1             0.48
flip-flops                 1             0.40
AND/OR/NAND/NOR            1             0.23
Power and IR drop assume default switching activity.
