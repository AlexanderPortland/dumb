`./run.sh`:
```
#!/bin/bash
# OpenROAD 26Q1-2900-gdf79404cd8, Yosys 0.63+post, stock flow scripts
make -C /OpenROAD-flow-scripts/flow DESIGN_CONFIG=/design/flow/config.mk WORK_HOME=/design/flow/orfs finish
```
`./config.mk`:
```
export PLATFORM = sky130hd
export DESIGN_NAME = reg_file
export DESIGN_NICKNAME = reg_file
export VERILOG_FILES = /design/flow/design.v
export SDC_FILE = /design/flow/constraint.sdc
export NUM_CORES = 4
export LEC_CHECK = 1
export CORE_UTILIZATION = 30
```
`./design.v`:
```
module reg_file (
    input clk,
    input rst,
    input w_en,
    input [4:0] write_rg,
    input [31:0] write_data,
    input [4:0] read1_rg,
    output [31:0] read1,
    input [4:0] read2_rg,
    output [31:0] read2
);
    reg [31:0] regs [1:31];
    assign read1 = (read1_rg == 0) ? 32'b0 : regs[read1_rg];
    assign read2 = (read2_rg == 0) ? 32'b0 : regs[read2_rg];
    integer i;
    always @(posedge clk or negedge rst) begin
        if (!rst) begin
            for (i = 1; i < 32; i = i + 1) begin
                regs[i] <= 32'b0;
            end
        end else begin
            if (write_rg != 0 && w_en) begin
                regs[write_rg] <= write_data;
            end
        end
    end
endmodule
```
`./constraint.sdc`:
```
current_design reg_file

set clk_period 8.1
set clk_io_pct 0.2

create_clock -name clk0 -period $clk_period [get_ports {clk}]

set non_clock_inputs [all_inputs -no_clocks]
set_input_delay [expr $clk_period * $clk_io_pct] -clock clk0 $non_clock_inputs
set_output_delay [expr $clk_period * $clk_io_pct] -clock clk0 [all_outputs]
```
==> results_dict.tcl <==
# collected from the flow reports
set metrics [dict create \
    status "finished clean" \
    first_pass_iters 10 \
    syn_inst 4998 \
    wirelength_um 273000 \
    antenna_found_initial 23 \
    rows 154 \
    r2r_slack_ns 7.22 \
    route.detailed.drc 0 \
    critPathLaunchType "input port" \
    critPathCapture "read1[3]" \
    via_per_inst 6.65 \
    warning_count 45 \
    largest_reg_flops 992 \
    overflow 0 \
    clock-root-buffer "clkbuf_16" \
    synth_flops 992 \
    fin_ws_ns 0.748 \
    ys_seq_share 0.468 \
    die_y_um 423 \
    endpoint_kind "output pin" \
    finalSetupViolCount 0 \
    htree_levels 3 \
    finalCriticalPeriod_ns 7.35 \
    yosysWarnings 2 \
    clock-skew-final_ns 0 \
    cts.path.max_buffers 3 \
    path_class "input port to output pin" \
    largest_register "regs" \
    hold_start "regs[2][29]$_DFFE_PN0P_" \
    drive_above_1_share 0.307 \
    drt_iter0_drc 6624 \
    r2r_start "regs[22][28]$_DFFE_PN0P_" \
    syn_area_um2 53100 \
    synthFlopType "dfrtp_1" \
    portBuffers 113 \
    num-fill-cells 17251 \
    slew_headroom 0.267 \
    top_regs "regs (992)" \
    post_cts_buffers 0 \
    hpwl_um 165000 \
    die_w_um 423 \
    vias 48866 \
    tightest_slew_ns 1.10 \
    top_area_cell "dfrtp_1" \
    syn_avg_cell_area_um2 10.6 \
    crit_slowest_cell "nor2b_4" \
    synth-edff-count 0 \
    wl_per_cell_um 37.1 \
    die_area_um2 179000 \
    grt_pass1_vias 47620 \
    fp_util 0.302 \
    crit_fanout 21 \
    cts_hold_buf 0 \
    place_congestion 1.05 \
    yosysUniqueCellTypes 75 \
    io_pins 114 \
    cp_slowest_stage_delay_ns 0.88 \
    p_leak_uw 0.0256 \
    yosysMostFrequentCell "nand3_1" \
    worstSetupStartpoint "read1_rg[1]" \
    hold_path.class "flop to flop" \
    grt_start_max_net_pins 120 \
    final-hold-violation-count 0 \
    common_cells "1,135 x nand3_1, 996 x mux2_2, 992 x dfrtp_1" \
    top_area_frac 0.468 \
    coreArea_um2 176000 \
    reg2reg_depth 1 \
    rr_endpoint "regs[22][28]$_DFFE_PN0P_" \
    cts_buffers 107 \
    tns_ns 0 \
    cap_violations 0 \
    vdd_drop_max_mv 0.191 \
    finalMaxSlewViolations 0 \
    grt_usage 0.309 \
    async_flop_share 1.00 \
    cts.sink_count 992 \
    antenna_left 0 \
    critical_path_arrival_ns 5.73 \
    post_cts_resized 0 \
    topCellsByArea "dfrtp_1 47%, mux2_2 21%, nand3_1 11%, nand4_1 3.4%, a22oi_1 2.2%" \
    ys_chip_area_um2 53100 \
    cts.clk_slew.worst_paths_ns 0.06 \
    powerDensity_nw_per_um2 237 \
    period_used_share 0.908 \
    max_clock_freq_ghz 0.136 \
    place_ws_ns 1.01 \
    critical_path.cell_chain "buf_2, nor2b_4, and2_1, buf_4, a22oi_1, and4_1, a31oi_1, clkdlybuf4s50_1" \
    grt_pass1_wl_um 380000 \
    required_ns 6.48 \
    cts_tree "done" \
    layout-area-overhead-vs-synth_pct 14.8 \
    yosys_cells 4998 \
    clock.latency.late_pin_ns 0.76 \
    rsz0062_at_grt "no" \
]
## placed cells by master (no fill, tap or decap), drive strengths merged, types with 13 or more instances in the layout
cell type	instances
a222oi	20
clkbuf	148
buf	260
dfrtp	992
nor2	44
nor3	28
a221o	29
diode	27
nor4	76
clkdlybuf4s50	105
and3	132
nand3	1135
mux2i	14
a22oi	156
a2111oi	35
mux2	999
nand2	57
and4	27
nor3b	13
a22o	39
a31oi	53
nor2b	14
clkinv	22
bufinv	13
and2	29
a21oi	107
nand4	290
## worst min-delay path by stage
stage	to	slack, ns	cells after the start
6_report	regs[2][29]$_DFFE_PN0P_	0.53	1
5_1_grt	regs[10][19]$_DFFE_PN0P_	0.53	1
4_1_cts	regs[2][29]$_DFFE_PN0P_	0.53	1
## final cells by class
class | instances | area [µm²] | area share
sequential | 992 | 24800 | 0.408
inverter | 2 | 7.51 | 0.000123
antenna | 27 | 67.6 | 0.00111
multi-input combinational | 3429 | 26100 | 0.428
clock inverter | 50 | 661 | 0.0108
clock buffer | 148 | 3100 | 0.0510
tap | 2340 | 2930 | 0.0481
timing repair buffer | 365 | 3260 | 0.0535
## report_power, final
part,internal [µW],switching (µW)
Clock,3090,2240
Sequential,5920,938
Combinational,1080,1160
Total,10100,4340
## cells by family (layout without fill, tap and decap cells)
kind of cell    Yosys count  in the layout  synth area share
compound gates          511            511            0.0714
buf+inv                 577            565            0.0479
flops                   992            992             0.468
mux                    1014           1014             0.215
other cells               0             27                 0
simple gates           1904           1904             0.198
## critical path: cells and delay by family
family / cells / cell delay (ns)
AND/OR/NAND/NOR: 3 / 1.97
AND-OR/OR-AND: 2 / 0.61
buffers and inverters: 3 / 1.48
## per-stage QoR
stage,instances,area (µm²),util,hold slack [ns],power [µW]
floorplan,4998,53100,-,0.480,7860
global placement,7128,57100,0.324,0.503,9030
detailed placement,7128,57100,0.324,0.513,9070
CTS,7326,60800,0.346,0.526,14400
global route,7328,60900,0.346,0.533,14800
finish,7353,60900,0.346,0.525,14400
## routing by layer
metal	part of all wire	global-route usage
met1	0.35	0.372
met2	0.41	0.422
met3	0.15	0.163
met4	0.093	0.222
met5	0.0012	0.00565
Power figures rest on the tool's default switching activity, not on a simulated workload.
